File: design/flow/run.sh
#!/bin/bash
# OpenROAD 26Q1-2900-gdf79404cd8, Yosys 0.63+post, stock flow scripts
make -C /OpenROAD-flow-scripts/flow DESIGN_CONFIG=/design/flow/config.mk WORK_HOME=/design/flow/orfs finish
File: design/flow/config.mk
export PLATFORM = sky130hd
export DESIGN_NAME = UART_RX
export DESIGN_NICKNAME = UART_RX
export VERILOG_FILES = /design/flow/design.v
export SDC_FILE = /design/flow/constraint.sdc
export NUM_CORES = 4
export LEC_CHECK = 1
export CORE_UTILIZATION = 30
File: design/flow/constraint.sdc
current_design UART_RX

set clk_period 2.7
set clk_io_pct 0.2

create_clock -name clk0 -period $clk_period [get_ports {PCLK}]

set non_clock_inputs [all_inputs -no_clocks]
set_input_delay [expr $clk_period * $clk_io_pct] -clock clk0 $non_clock_inputs
set_output_delay [expr $clk_period * $clk_io_pct] -clock clk0 [all_outputs]
File: design/flow/design.v
module UART_RX #(
    parameter BAUD_RATE   = 9600,             
    parameter CLK_FREQ    = 100_000_000,      
    parameter DATA_BITS   = 8                 
)(
    input                   PCLK,             
    input                   PRESETn,          
    input                   rx_serial,        
    output reg [DATA_BITS-1:0] rx_data,       
    output reg              rx_ready,         
    output reg              rx_busy,          
    output reg              frame_error       
);
    localparam CLKS_PER_BIT = CLK_FREQ / BAUD_RATE;
    localparam CNTW = $clog2(CLKS_PER_BIT);
    localparam S_IDLE  = 2'b00;   
    localparam S_START = 2'b01;   
    localparam S_DATA  = 2'b10;   
    localparam S_STOP  = 2'b11;   
    reg [1:0] state;                    
    reg [CNTW:0] clk_cnt;               
    reg [$clog2(DATA_BITS):0] bit_cnt;  
    reg [DATA_BITS-1:0] shift_reg;      
    always @(posedge PCLK or negedge PRESETn) begin
        if (!PRESETn) begin
            state       <= S_IDLE;
            clk_cnt     <= 0;
            bit_cnt     <= 0;
            shift_reg   <= 0;
            rx_data     <= 0;
            rx_ready    <= 0;
            rx_busy     <= 0;
            frame_error <= 0;
        end else begin
            rx_ready <= 0;
            case (state)
                S_IDLE: begin
                    rx_busy     <= 0;   
                    frame_error <= 0;   
                    if (rx_serial == 1'b0) begin
                        state   <= S_START;
                        clk_cnt <= 0;     
                        rx_busy <= 1;     
                    end
                end
                S_START: begin
                    if (clk_cnt == (CLKS_PER_BIT/2)) begin
                        if (rx_serial == 1'b0) begin
                            state   <= S_DATA;
                            clk_cnt <= 0;      
                            bit_cnt <= 0;      
                        end else begin
                            state <= S_IDLE;   
                        end
                    end else begin
                        clk_cnt <= clk_cnt + 1;
                    end
                end
                S_DATA: begin
                    if (clk_cnt == CLKS_PER_BIT-1) begin
                        clk_cnt <= 0;  
                        shift_reg <= {rx_serial, shift_reg[DATA_BITS-1:1]};
                        if (bit_cnt == DATA_BITS-1) begin
                            state <= S_STOP;
                        end
                        bit_cnt <= bit_cnt + 1;  
                    end else begin
                        clk_cnt <= clk_cnt + 1;
                    end
                end
                S_STOP: begin
                    if (clk_cnt == CLKS_PER_BIT-1) begin
                        clk_cnt <= 0;
                        if (rx_serial == 1'b1) begin
                            rx_data     <= shift_reg;  
                            rx_ready    <= 1;          
                            frame_error <= 0;          
                        end else begin
                            frame_error <= 1;
                        end
                        state <= S_IDLE;  
                    end else begin
                        clk_cnt <= clk_cnt + 1;
                    end
                end
            endcase
        end
    end
endmodule
==> out/qor.yml <==
outcome:
  status: "finished, final reports clean"
die:
  die_y_um: 87.8
  initial_core_util: 0.318
  die-area_mm2: 0.00770
  num_rows: 30
  ios: 14
  die_x_um: 87.8
  core_mm2: 0.00694
timing:
  setup_tns_ns: 0
  final-setup-viol-count: 0
  rsz0062_at_grt: "false"
  final-max-slew-violation-count: 0
  finClkSkew_ns: 0.00886
  worst_slack_ns: 0.298
  slew_headroom: 0.589
  fmax_ghz: 0.416
  report.final.hold_viol_count: 0
  period_needed_ns: 2.40
  fin_crit_sh: 0.890
  worstMarginPinSlew_ns: 0.616
placement:
  post_dp_cell_area_mm2: 0.00246
  post-place-ws_ns: 0.312
  numPortBuffers: 13
  gp_congestion: 0.767
  dp_hpwl_mm: 2.83
critical_path:
  critPathRequiredTime_ns: 2.88
  cp-end-kind: "flip-flop"
  crit_type: "reg2reg"
  cp_max_fo: 22
  worstPathArrival_ns: 2.59
  critical_path.startpoint_type: "flip-flop"
cells_and_area:
  lay_top_cells: "dfrtp_1 (41), nand2_1 (20), mux2_2 (17)"
  area_growth_pct: 15.5
  largest_reg_flops: 15
  lay_top_count: "dfrtp_1"
  drive_above_1_share: 0.208
  design_area_mm2: 0.00255
  fillCellCount: 690
drt:
  routedWlPerCell_um: 13.0
  viasPerCell: 4.93
  antenna-diode-count: 0
  dr_total_vias: 1562
  drtPass1Iterations: 4
  drt_wl_total_mm: 4.12
  drc: 0
  antenna_left: 0
  drt_iter0_drc: 31
synthesis:
  async_flop_share: 1.00
  syn_area_per_cell_um2: 10.8
  netlist_area_mm2: 0.00221
  ys_warn_count: 1
  flop_cell: "dfrtp_1"
  edf_count: 0
  ys_types: 44
  ys_cells: 204
  synthCells: 204
  synth_flops: 42
  ys_seq_share: 0.477
  ys_chip_area_mm2: 0.00221
run:
  warnings: 26
  drv_cap: 0
global_route:
  grt_first_pass_wirelength_mm: 7.34
  grt_use_total: 0.121
  grt_pass1_vias: 1563
  grt_overflow: 0
  antenna_found_initial: 0
  grt_max_degree: 28
power:
  ir_drop_mv: 0.168
  p_per_area_mw_per_mm2: 424
  p_leak_uw: 0.00114
clocking:
  cts_resized: 0
  cts-root-buf: "clkbuf_8"
  worstSkewPairLatency_ns: 0.29
  numCtsBuffers: 5
  tritoncts: "done"
  h-tree-depth: 2
  cts_sinks: 42
  cts_hold_buf: 0
  path_clk_slew_ns: 0.09
  postCtsSetupBuffers: 0
  clk_path_buf_depth: 2
worst_hold_path:
  hold_class: "in2async"
## cell type report
type	count	area (um^2)	share of cell area
clock inverter	3	23.8	0.00933
timing repair buffer	19	170	0.0668
sequential	42	1050	0.413
inverter	12	45.0	0.0177
multi-input combinational	140	1070	0.419
tap	96	120	0.0471
clock buffer	5	68.8	0.0270
## stage by stage
| step | power, uW | hold slack [ns] | util | instances |
|---|---|---|---|---|
| finish | 1080 | 0.251 | 0.367 | 317 |
| global route | 1120 | 0.282 | 0.367 | 317 |
| CTS | 1090 | 0.264 | 0.367 | 317 |
| detailed placement | 675 | 0.491 | 0.354 | 309 |
| global placement | 675 | 0.487 | 0.354 | 309 |
| floorplan | 653 | 0.244 | - | 204 |
## cell families (layout without fill, tap and decap cells)
| logic type | count (synthesis) | after routing | synth area share |
|---|---|---|---|
| XOR/XNOR | 5 | 5 | 0.0199 |
| AND/OR/NAND/NOR | 72 | 72 | 0.219 |
| adder cells (fa/ha/maj) | 3 | 3 | 0.0170 |
| multiplexers | 22 | 22 | 0.109 |
| AND-OR/OR-AND | 38 | 38 | 0.119 |
| buffers and inverters | 22 | 39 | 0.0386 |
| flip-flops | 42 | 42 | 0.477 |
## where the power goes
part	switching, uW	internal (uW)
clock network	234	185
logic	18.1	8.61
registers	3.38	631
total	255	825
## metal layers
metal | up-vias | wire length (um) | track usage
met3 | 4 | 112 | 0.0200
met1 | 769 | 2090 | 0.187
met4 | 0 | 40 | 0.0194
li1 | 768 | - | -
met5 | - | 0 | 0
met2 | 21 | 1870 | 0.187
## critical path, cell delays in order, from the launching register on
cell	delay [ns]
dfrtp_1	0.44
inv_1	0.08
ha_1	0.14
or4b_4	0.50
o41ai_2	0.45
o21ai_1	0.12
buf_4	0.23
a21o_1	0.17
a22o_1	0.17
## Yosys cell counts, types with 2 or more instances
master | count | area share
dfrtp_1 | 41 | 0.47
nand2_1 | 20 | 0.034
mux2_2 | 17 | 0.087
inv_1 | 12 | 0.020
o21ai_0 | 10 | 0.023
a21oi_1 | 8 | 0.018
clkbuf_1 | 8 | 0.014
nand3_1 | 8 | 0.018
a22o_1 | 7 | 0.028
nor2_1 | 6 | 0.010
mux2i_1 | 5 | 0.023
nand3b_1 | 5 | 0.017
nor3_1 | 5 | 0.011
nand2b_1 | 4 | 0.011
nand4_1 | 4 | 0.011
ha_1 | 3 | 0.017
xor2_1 | 3 | 0.012
a21o_1 | 2 | 0.0068
and3_1 | 2 | 0.0057
buf_2 | 2 | 0.0045
nand4bb_1 | 2 | 0.010
nand4bb_4 | 2 | 0.025
nor4_1 | 2 | 0.0057
nor4_4 | 2 | 0.019
o31ai_1 | 2 | 0.0068
or2_2 | 2 | 0.0057
or4_1 | 2 | 0.0068
xnor2_1 | 2 | 0.0079
## final timing paths
check	from	endpoint	slack, ns	cells past startpoint
max in group asynchronous	PRESETn	state[0]	1.72	2
hold / removal	PRESETn	clk_cnt[12]	0.25	1
min in group clk0	shift_reg[0]	rx_data[0]	0.51	1
hold reg to reg	shift_reg[0]	rx_data[0]	0.51	1
setup / recovery	clk_cnt[1]	clk_cnt[6]	0.30	8
setup reg to reg	clk_cnt[1]	clk_cnt[6]	0.30	8
Power and IR drop assume default switching activity.
