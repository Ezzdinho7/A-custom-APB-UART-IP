File: flow/design.v
module UART_TX #(
    parameter BAUD_RATE   = 9600,            
    parameter CLK_FREQ    = 100_000_000,     
    parameter DATA_BITS   = 8                
)(
    input                       PCLK,        
    input                       PRESETn,     
    input                       tx_en,       
    input   [DATA_BITS-1:0]     tx_data,     
    output  reg                 tx_busy,     
    output  reg                 tx_done,     
    output  reg                 tx_serial    
);
    localparam CLKS_PER_BIT = CLK_FREQ / BAUD_RATE;   
    localparam CNTW = $clog2(CLKS_PER_BIT);           
    localparam S_IDLE  = 2'b00;   
    localparam S_START = 2'b01;   
    localparam S_DATA  = 2'b10;   
    localparam S_STOP  = 2'b11;   
    reg [1:0] state;                          
    reg [CNTW:0] clk_cnt;                     
    reg [$clog2(DATA_BITS):0] bit_cnt;        
    reg [DATA_BITS-1:0] shift_reg;            
    always @(posedge PCLK or negedge PRESETn) begin
        if (!PRESETn) begin
            state     <= S_IDLE;
            clk_cnt   <= 0;
            bit_cnt   <= 0;
            shift_reg <= 0;
            tx_serial <= 1'b1;    
            tx_busy   <= 1'b0;
            tx_done   <= 1'b0;
        end else begin
            tx_done <= 1'b0;
            case (state)
                S_IDLE: begin
                    tx_serial <= 1'b1;   
                    tx_busy   <= 1'b0;
                    clk_cnt   <= 0;
                    bit_cnt   <= 0;
                    if (tx_en) begin
                        state     <= S_START;
                        shift_reg <= tx_data;  
                        tx_busy   <= 1'b1;
                    end
                end
                S_START: begin
                    tx_serial <= 1'b0;  
                    if (clk_cnt == CLKS_PER_BIT-1) begin
                        clk_cnt <= 0;
                        state   <= S_DATA;  
                    end else
                        clk_cnt <= clk_cnt + 1;
                end
                S_DATA: begin
                    tx_serial <= shift_reg[0];  
                    if (clk_cnt == CLKS_PER_BIT-1) begin
                        clk_cnt   <= 0;
                        shift_reg <= shift_reg >> 1;  
                        if (bit_cnt == DATA_BITS-1) begin
                            state   <= S_STOP;  
                            bit_cnt <= 0;
                        end else
                            bit_cnt <= bit_cnt + 1;  
                    end else
                        clk_cnt <= clk_cnt + 1;
                end
                S_STOP: begin
                    tx_serial <= 1'b1;  
                    if (clk_cnt == CLKS_PER_BIT-1) begin
                        clk_cnt <= 0;
                        state   <= S_IDLE;   
                        tx_done <= 1'b1;     
                    end else
                        clk_cnt <= clk_cnt + 1;
                end
            endcase
        end
    end
endmodule
File: flow/run.sh
#!/bin/bash
# OpenROAD 26Q1-2900-gdf79404cd8, Yosys 0.63+post, stock flow scripts
make -C /OpenROAD-flow-scripts/flow DESIGN_CONFIG=/design/flow/config.mk WORK_HOME=/design/flow/orfs finish
File: flow/config.mk
export PLATFORM = sky130hd
export DESIGN_NAME = UART_TX
export DESIGN_NICKNAME = UART_TX
export VERILOG_FILES = /design/flow/design.v
export SDC_FILE = /design/flow/constraint.sdc
export NUM_CORES = 4
export LEC_CHECK = 1
export CORE_AREA = 10 10 103 103
export DIE_AREA = 0 0 113 113
File: flow/constraint.sdc
current_design UART_TX

set clk_period 3.2
set clk_io_pct 0.2

create_clock -name clk0 -period $clk_period [get_ports {PCLK}]

set non_clock_inputs [all_inputs -no_clocks]
set_input_delay [expr $clk_period * $clk_io_pct] -clock clk0 $non_clock_inputs
set_output_delay [expr $clk_period * $clk_io_pct] -clock clk0 [all_outputs]
==> results.py <==
# Generated from Yosys and OpenROAD reports
metrics = {
    "placed_design": {
        "globalplace.congestion": 0.800,
        "post_dp_cell_area_um2": 1940,
        "place_ws_ns": 0.914,
        "io_buffers": 13,
        "dpl.hpwl_um": 2400,
    },
    "pwr": {
        "powerDensity_nw_per_um2": 427,
        "leakage_nw": 0.845,
        "vdd_drop_max_v": 0.000148,
    },
    "timing": {
        "slew_headroom_pct": 64.1,
        "fin_worst_skew_ns": 0.00448,
        "period_needed_ns": 2.02,
        "post-route-period-util_pct": 63.2,
        "setup_tns_ns": 0,
        "finalHoldViolCount": 0,
        "rsz0062_at_grt": "no",
        "whs_ns": 0.493,
        "setup_ws_ns": 1.18,
        "fmax_mhz": 494,
        "tightest_slew_ns": 0.528,
        "slew_viol_final": 0,
        "setup_viol": 0,
    },
    "setup_path": {
        "critPathMaxFanout": 10,
        "crit_arrival_ns": 2.19,
        "crit_chain": "clkdlybuf4s50_1 > mux2i_2 > nor2_1 > a221o_1",
        "cp_num_buf_inv": 1,
        "end_kind": "flop",
        "critPathLaunchType": "primary input",
        "slowest_delay_ns": 0.47,
        "cpMaxStageDelayCell": "clkdlybuf4s50_1",
        "critical_path_class": "in2reg",
        "critical-path-top-delay-family": "buffers and inverters",
        "cp.required_ns": 3.37,
    },
    "synth": {
        "ys_types": 36,
        "synthTopCellsByArea": "dfrtp_1 (48%), nand3_1 (7.4%), xnor2_1 (4.7%)",
        "top_area_cell": "dfrtp_1",
        "ys_seq_share_pct": 50.6,
        "synth-seq-cells": 34,
        "fa_ha_area_share_pct": 1.48,
        "ys.warnings.count": 1,
        "synthCells": 168,
        "topCombFamilyByArea": "simple AND/OR/NAND/NOR gates",
        "top_area_share_pct": 47.5,
        "xor_area_share_pct": 6.76,
        "ys_cells": 168,
        "yosys_area_um2": 1690,
        "syn_area_per_cell_um2": 10.0,
        "muxShareOfSynthArea_pct": 2.67,
        "compound_area_share_pct": 8.54,
        "synth-simple-area-share_pct": 26.3,
        "netlist_area_um2": 1690,
    },
    "floorplanning": {
        "core_area_um2": 8300,
        "floorplan.rows": 33,
        "fp.dieH_um": 113,
        "die_area_um2": 12800,
        "fp_util_pct": 20.3,
        "io_pins": 14,
        "die_w_um": 113,
    },
    "global_routing": {
        "busiest_layer": "met2",
        "grt_pass1_vias": 1281,
        "grt_util_met1_pct": 7.90,
        "grt_max_degree": 35,
        "grt_pass1_wl_um": 6200,
        "antenna_found_initial": 0,
        "gr-usage-met3_pct": 1.66,
        "track_usage_pct": 5.58,
        "grtUsageMet2_pct": 8.45,
        "overflow": 0,
    },
    "clock_network": {
        "postCtsSetupBuffers": 0,
        "cts-root-buf": "clkbuf_8",
        "clock_path_buffers": 2,
        "cts_resized": 0,
        "holdBufCountCts": 0,
        "cts.sinks": 34,
        "tritoncts": "yes",
        "h-tree-depth": 2,
        "cts_buffers": 5,
        "clock_latency_ns": 0.29,
        "clk_transition_reported_paths_ns": 0.07,
    },
    "routing": {
        "drt_first_pass_iters": 4,
        "post_drt_wl_per_cell_um": 12.0,
        "first_iter_violations": 103,
        "vias_per_cell": 4.51,
        "postRouteAntennaNets": 0,
        "diodes": 0,
        "drc": 0,
        "wl_um": 3500,
        "num_vias": 1312,
    },
    "cells_and_area": {
        "fillers": 847,
        "utilization_pct": 24.7,
        "drive_gt1_share_pct": 9.68,
        "design_area_um2": 2050,
        "area_growth_pct": 21.5,
        "largest_reg_flops": 15,
    },
    "flow_run": {
        "warning_count": 25,
        "maxCapViolations": 0,
    },
    "outcome": {
        "outcome": "complete, no violations",
    },
    "hold_path": {
        "hp-class": "reg2reg",
    },
}
worst paths after layout:
| kind | start | endpoint | slack, ns | depth (start not counted) |
|---|---|---|---|---|
| setup / recovery | tx_en | shift_reg[4] | 1.18 | 4 |
| min in group asynchronous | PRESETn | bit_cnt[1] | 0.76 | 2 |
| hold / removal | clk_cnt[0] | clk_cnt[0] | 0.49 | 1 |
| hold reg to reg | clk_cnt[0] | clk_cnt[0] | 0.49 | 1 |
| max in group asynchronous | PRESETn | state[0] | 2.11 | 2 |
| setup reg to reg | clk_cnt[10] | bit_cnt[0] | 1.33 | 4 |
final cells by class:
cell class,instances,area [um2],area share [%]
sequential,34,853,41.7
multi-input combinational,120,771,37.6
timing repair buffer,16,153,7.45
tap,105,131,6.41
clock buffer,8,110,5.38
inverter,8,30.0,1.47
synthesized netlist by cell type (all sizes together):
master	count
mux2i	3
nand4	8
a22o	1
o311ai	1
nand4b	1
inv	8
a221o	2
xor2	4
or3	1
a311o	1
and4	1
mux2	1
nor4	5
o22ai	1
nor2	19
nand2	13
nand3	25
nor4b	1
nor3	4
buf	5
and4b	2
xnor2	9
o21ai	5
o211ai	1
or4	1
a22oi	6
ha	2
dfstp	2
and3	1
dfrtp	32
clkbuf	1
o31ai	1
per-layer routing:
metal / up-vias / share of wire (%)
met5: - / 0
met4: 0 / 1.6
met3: 4 / 5.1
met2: 20 / 45
met1: 644 / 49
li1: 644 / -
metrics by stage:
step	power [mW]	std cells
2_1_floorplan	0.476	168
3_3_place_gp	0.507	283
3_5_place_dp	0.508	283
4_1_cts	0.884	291
5_1_grt	0.912	291
6_report	0.875	291
cells by family after synthesis:
family	Yosys count
simple gates	82
flops	34
compound gates	19
buf+inv	14
xor+xnor	13
mux	4
fa+ha+maj	2
cells in the final DEF, fill, tap and decap left out, types with 2 or more instances in the layout:
master	count
clkbuf_8	8
xnor2_1	9
ha_1	2
dfrtp_1	32
mux2i_1	2
a22oi_1	6
inv_1	8
and4b_1	2
xor2_1	4
nand3_1	25
nor4_1	5
a221o_1	2
nand2_1	13
dfstp_2	2
nor3_1	4
nand4_1	8
clkdlybuf4s50_1	13
o21ai_0	4
nor2_1	19
buf_4	3
report_power, final:
group,internal (mW),switching (mW)
logic,0.0255,0.0172
clock network,0.217,0.159
registers,0.445,0.0113
Power and IR drop assume default switching activity.
